===== /design/flow/run.sh =====
#!/bin/bash
# OpenROAD 26Q1-2900-gdf79404cd8, Yosys 0.63+post, stock flow scripts
make -C /OpenROAD-flow-scripts/flow DESIGN_CONFIG=/design/flow/config.mk WORK_HOME=/design/flow/orfs finish

===== /design/flow/config.mk =====
export PLATFORM = sky130hd
export DESIGN_NAME = parity_bit
export DESIGN_NICKNAME = parity_bit
export VERILOG_FILES = /design/flow/design.v
export SDC_FILE = /design/flow/constraint.sdc
export NUM_CORES = 4
export LEC_CHECK = 1
export CORE_AREA = 10 10 70 70
export DIE_AREA = 0 0 80 80

===== /design/flow/constraint.sdc =====
current_design parity_bit

set clk_period 1.0
set clk_io_pct 0.2

create_clock -name clk0 -period $clk_period [get_ports {clk}]

set non_clock_inputs [all_inputs -no_clocks]
set_input_delay [expr $clk_period * $clk_io_pct] -clock clk0 $non_clock_inputs
set_output_delay [expr $clk_period * $clk_io_pct] -clock clk0 [all_outputs]

===== /design/flow/design.v =====
`timescale 1ns / 1ps
module parity_bit(clk, reset, A, SR);
    input clk, reset;
    input A;
    output reg [7:0]SR;
    parameter EVEN = 0, ODD = 1;
    reg state;
    reg [2:0]i;
    reg [2:0]value;
    always @(posedge clk)
    begin
    if (reset == 0)
        SR <=8'b0;
    else
    begin
        SR[6]<=SR[5];
        SR[5]<=SR[4];
        SR[4]<=SR[3];
        SR[3]<=SR[2];
        SR[2]<=SR[1];
        SR[1]<=SR[0];
        SR[0]<=A;
    end
    end
    always @(*)
    begin
    value = 0;
    for(i=0;i<7;i=i+1)
    begin
    if (SR[i]==1)
    value = value+1;
    end
    case(value%2)
    EVEN: begin SR[7] = 0; state = 0; end
    ODD : begin SR[7] = 1; state = 1; end
    endcase 
    end
endmodule

==> run notes <==
fresh numbers from the pnr run: fmax 1071 MHz, fillers 404, CTS Root Cell clkbuf_4, crit path max fanout 2, total design power 0.5538 mW, post-CTS setup buffers 0, clock tree buffer depth 2, Setup crit start SR[1], antenna violations before repair 0, Leak 0.1381 nW, data required time of the critical path 0.80 ns, Arrival @ worst endpoint 0.73 ns, Largest regs SR (7), hold wc startpoint SR[4], number of flip-flops in the largest register 7, Worst setup SP type register, Post-route DRC 0, DP Worst Slack -0.01896 ns, ant diodes 0, Port Buffers 9, P&R area growth vs syn 86.54%, post-DR vias/cell 1.635, Hold WC Path Type register to register, max_cap viols 0, Area leader share 71.79%, total core area 3416 um2, Clock Skews 0.001914 ns, RR Startpoint SR[5], Hold Crit Depth 1, number of distinct library cells after synthesis 4, Reg2Reg Setup Slack 0.44 ns, hold buffers post-CTS 0, total wire length 429 um, Registers, synthesis 7, CTS tree yes, layout cell share with drive strength beyond 1 35.71%, DP Area 335.3 um2, Power per Cell Area 1521 nW/um2, CP Buf/Inv Count 1, Main area contributors dfxtp_1, and2_1, buf_4, conb_1, Die W 80 um, cts bufs inserted 3, Final Cycle Share 93.41%, min Tclk post-route 0.9341 ns, CP Capture Type output pin, Final Hold Vio Count 0, Setup Crit Path Kind register to output pin, 1st-pass router iterations 4, Worst path top cell family by delay flip-flops, fin area 364.1 um2, Chip Area, Yosys 195.2 um2, vias in the first global route 139, final-report setup violation count 0, Max Slew Vio Count 0, die area 6400 um2, total congestion overflow 0, crit-path cells clkdlybuf4s15_1, r2r endpoint SR[6], yosys cell count 16, GPL Wtd Cong 0.6683, I/O pin total 11, Synth Cell Area 195.2 um2, Seq share, synth 71.79%, clk slew on worst S/H paths 0.05 ns, CP max stage delay 0.32 ns, DRT iter0 DRCs 23, # H-tree levels 1, Site Rows 21, GRT Total Usage 1.511%, Worst Hold Endpoint SR[5], largest net degree at the start of global routing 8, clock sink count 7, hold slack 0.4498 ns, Slowest-stage cell, CP dfxtp_2, cell taking the most area after synthesis dfxtp_1, post-cts gate resize count 15, Reg with most FFs SR, reg2reg path depth 1, maximum vdd drop 609.5 uV, FP Util 5.714%, RSZ-0062 raised after global routing no, global-route wire length before repair 703 um, Routed wire per std cell 5.797 um, Synth Warn # 3, routed vias 121, total tool warning count 25, Synth Instances 16, status finished clean, fin util 10.66%, Detail Route Antenna Nets 0, worst setup margin 0.06587 ns, average size of a mapped cell 12.20 um2, Die H 80 um, Latency at later pin 0.24 ns
## final cells by class
| type | instances | area, um2 | area share (%) |
|---|---|---|---|
| flip-flops and latches | 7 | 147.6 | 40.55 |
| repair buffers | 9 | 85.08 | 23.37 |
| well taps | 46 | 57.56 | 15.81 |
| multi-input cells | 8 | 47.55 | 13.06 |
| clock buffers | 4 | 26.28 | 7.216 |
## cells in the mapped netlist
library cell / count
buf_4: 1
conb_1: 1
dfxtp_1: 7
and2_1: 7
## logic make-up (layout without fill, tap and decap cells)
logic type	after synthesis	after routing	share of synthesized area [%]
flops	7	7	71.79
simple gates	7	7	22.43
other cells	1	1	1.921
buf+inv	1	13	3.848
## power breakdown
part	switching (mW)	internal, mW	total, mW
logic	0.00580	0.0157	0.0215
registers	0.00254	0.287	0.289
clock network	0.0917	0.151	0.243
## cell usage in the layout, fill, tap and decap left out
master,Yosys,routed
and2_1,7,7
clkbuf_1,0,1
clkbuf_2,0,1
clkbuf_4,0,3
clkdlybuf4s15_1,0,6
clkdlybuf4s50_1,0,2
conb_1,1,1
dfxtp_1,7,1
dfxtp_2,0,6
## per-layer routing
layer	vias up	global-route usage, %	wire length (um)
li1	70	-	-
met1	42	1.746	216
met2	9	1.043	94
met3	0	2.727	118
met4	0	0.3521	0
met5	-	0	0
## worst max path at each step
stage / end / slack [ns] / cells after the start
CTS: SR[0] / 0.005 / 1
global route: SR[1] / 0.005 / 1
finish: SR[1] / 0.07 / 1
## metrics by stage
| step | instances | TNS, ns |
|---|---|---|
| 2_1_floorplan | 16 | 0 |
| 3_3_place_gp | 70 | 0 |
| 3_5_place_dp | 70 | -0.02484 |
| 4_1_cts | 74 | 0 |
| 5_1_grt | 74 | 0 |
| 6_report | 74 | 0 |
Power is estimated from default activity; no workload was simulated.
