==> ./design.v <==
`timescale 1ns / 1ps
module booths_multiplier(clk, rst, multiplier, multiplicant, Q2, Q1);
    parameter              N = 16, 
                           S0 = 3'b000, 
                           S1 = 3'b001, 
                           S2 = 3'b010,
                           S3 = 3'b011,
                           S4 = 3'b100,
                           S5 = 3'b101;
    input                  clk, 
                           rst;
    input         [N-1:0]  multiplier, 
                           multiplicant;
    output        [N-1:0]  Q2, 
                           Q1;
    reg           [N-1:0]  Accumulator, 
                           B,
                           C;
    reg                    Q0;
    reg                    done;
    reg           [2:0]    State;
    integer                Count;
    assign Q1 = done ? B : 0;
    assign Q2 = done ? Accumulator : 0;
    always @(posedge clk or negedge rst)
    begin
        if(rst == 1'b0)
        begin
            Accumulator <= 0;
            B <= 0;
            C <= 0;
            Q0 <= 0;
            State <= S0;
            Count <= N;
        end
        else
        begin
             case (State)
                  S0 : begin
                           Accumulator <= 0;
                           B <= multiplier;
                           C <= multiplicant;
                           Q0 <= 0;
                           State <= S1;
                       end
                  S1 : begin
                           case ({B[0], Q0})
                              2'b00  : State <= S4;
                              2'b01  : State <= S3;
                              2'b10  : State <= S2;
                              2'b11  : State <= S4;
                              default: State <= S0;
                           endcase
                       end
                  S2 : begin
                          Accumulator <= Accumulator + (~C) + 1'b1;
                          State <= S4;
                       end
                  S3 : begin
                          Accumulator <= Accumulator + C;
                          State <= S4;
                       end
                  S4 : begin
                          Q0 <= B[0];
                          B <= B >>1;
                          B[N-1] <= Accumulator[0];
                          Accumulator <= Accumulator >> 1;
                          Accumulator[N-1] <= Accumulator[N-1];
                          Count <= Count - 1;
                          State <= S5;
                       end
                  S5 : begin
                          if (Count == 0)
                          begin
                               done <= 1'b1;
                               State <= S5;
                          end
                          else if (Count != 0)
                          begin
                               done <= 1'b0;
                               State <= S1;
                          end
                       end
                  default: begin
                               State <= S0;   
                           end
             endcase 
        end
    end
endmodule
==> ./run.sh <==
#!/bin/bash
# OpenROAD 26Q1-2900-gdf79404cd8, Yosys 0.63+post, stock flow scripts
make -C /OpenROAD-flow-scripts/flow DESIGN_CONFIG=/design/flow/config.mk WORK_HOME=/design/flow/orfs finish
==> ./config.mk <==
export PLATFORM = sky130hd
export DESIGN_NAME = booths_multiplier
export DESIGN_NICKNAME = booths_multiplier
export VERILOG_FILES = /design/flow/design.v
export SDC_FILE = /design/flow/constraint.sdc
export NUM_CORES = 4
export LEC_CHECK = 1
export CORE_UTILIZATION = 30
==> ./constraint.sdc <==
current_design booths_multiplier

set clk_period 5.2
set clk_io_pct 0.2

create_clock -name clk0 -period $clk_period [get_ports {clk}]

set non_clock_inputs [all_inputs -no_clocks]
set_input_delay [expr $clk_period * $clk_io_pct] -clock clk0 $non_clock_inputs
set_output_delay [expr $clk_period * $clk_io_pct] -clock clk0 [all_outputs]
==> results.sh <==
# flow metrics
export IMPL_status="completed"
export IMPL_yosysTopAreaCell="dfrtp_1"
export IMPL_die_area_um2=19000
export IMPL_grt_pass1_vias=4200
export IMPL_gp_congestion=0.893
export IMPL_regToRegSetupSlack_ns=2.53
export IMPL_die_x_um=138
export IMPL_edf_count=1
export IMPL_top_cell_area_share_pct=38.4
export IMPL_rr_startpoint="Accumulator[0]$_DFFE_PN0P_"
export IMPL_ctsResizeCount=0
export IMPL_maxSlewViolCount=0
export IMPL_internal_power_w=0.00208
export IMPL_synthFlopType="dfrtp_1"
export IMPL_grt_use_total_pct=14.5
export IMPL_pwr_density_cell_nw_per_um2=541
export IMPL_die_h_um=138
export IMPL_row_count=49
export IMPL_crit_path_end="Q1[15]"
export IMPL_reg2reg_depth=10
export IMPL_hold_viol=0
export IMPL_drc_errors=0
export IMPL_wl_per_cell_um=14.6
export IMPL_critPathCaptureType="output pin"
export IMPL_warning_count=42
export IMPL_fin_setup_tns_ns=0
export IMPL_grt_remaining_overflow=0
export IMPL_p_leak_nw=2.91
export IMPL_min_period_ns=2.95
export IMPL_antenna_found_initial=0
export IMPL_ctsHoldBuffers=0
export IMPL_grt_pass1_wl_um=21400
export IMPL_n_fill_cell=1825
export IMPL_ys_seq_share_pct=39.9
export IMPL_p_sw_w=0.00152
export IMPL_relSlewSlack_pct=47.4
export IMPL_yosysChipArea_um2=5540
export IMPL_crit_start="done$_SDFFCE_PN1P_"
export IMPL_drv_cap=0
export IMPL_ant_nets=0
export IMPL_drt_iter0_drc=380
export IMPL_io_pin_count=66
export IMPL_ctsLongestPathBuffers=2
export IMPL_yosysWarningCount=1
export IMPL_diodes=0
export IMPL_reg2reg_to="Accumulator[10]$_DFFE_PN0P_"
export IMPL_cts_sinks=88
export IMPL_vdd_drop_max_mv=0.296
export IMPL_comb_area_um2=3060
export IMPL_grt_start_max_net_pins=57
export IMPL_cts_tree="yes"
export IMPL_syn_area_um2=5540
export IMPL_pwr_share_clk_pct=17.0
export IMPL_synth_avg_cell_area_um2=9.28
export IMPL_cts_buffers=9
export IMPL_start_kind="flip-flop"
export IMPL_dpl_hpwl_um=8860
export IMPL_final_cells=878
export IMPL_synthTopCellsByCount="dfrtp_1 (85), nand2_1 (58), o21ai_0 (48)"
export IMPL_syn2layout_area_growth_pct=20.2
export IMPL_pwr_share_comb_pct=48.8
export IMPL_synthTopCellsByArea="dfrtp_1 (38%), ha_1 (7.7%), o21ai_0 (4.3%)"
export IMPL_period_used_pct=56.7
export IMPL_ys_cells=597
export IMPL_cts_root_buf="clkbuf_16"
export IMPL_via_per_inst=5.01
export IMPL_path_clk_slew_ns=0.06
export IMPL_yosys_cell_count_top_type="dfrtp_1"
export IMPL_worstPathMaxFanout=22
export IMPL_hold_start="Count[16]$_DFFE_PN0P_"
export IMPL_holdCritPathClass="reg -> reg"
export IMPL_io_buffer_count=65
export IMPL_drive_above_1_share_pct=6.63
export IMPL_p_sw_share_pct=42.1
export IMPL_skew_ns=0.00849
export IMPL_seq_power_share_pct=34.2
export IMPL_ys_seq_elements=88
export IMPL_drt_first_pass_iters=4
export IMPL_worst_endpoint_required_ns=4.16
export IMPL_crit_type="reg -> out"
export IMPL_seqCellArea_um2=2210
export IMPL_h_tree_depth=3
export IMPL_drt_wl_total_um=12800
export IMPL_dr_total_vias=4396
export IMPL_fp_utilization_pct=30.7
export IMPL_worst_pin_slew_ns=0.790
export IMPL_post_cts_buffers=0
export IMPL_clock_latency_ns=0.35
export IMPL_synth_cells=597
export IMPL_worstPathArrival_ns=1.91
export IMPL_synth_cell_types=63
export IMPL_fmax_mhz=339
export IMPL_core_um2=18000
export IMPL_setup_viol=0
export IMPL_rsz0062_at_grt="false"
export IMPL_dp_cells=862
export IMPL_ys_async_sr_fraction_pct=98.9
layout by cell type, fill, tap and decap left out, drive strengths merged, types with 4 or more instances in the layout:
cell type / synthesis / routed
o21ai: 48 / 48
nor2b: 6 / 6
nand4: 5 / 5
o211ai: 4 / 4
buf: 3 / 6
or3: 4 / 4
o31ai: 9 / 9
a222oi: 4 / 4
xnor2: 18 / 18
xor2: 22 / 22
nand3: 9 / 9
o221ai: 4 / 4
nor3: 17 / 17
nor2: 30 / 30
mux2i: 16 / 16
a21o: 5 / 5
and2: 37 / 37
a221o: 6 / 6
clkdlybuf4s50: 0 / 64
nand2: 58 / 58
inv: 37 / 40
nor4: 9 / 9
nand2b: 7 / 7
or4: 5 / 5
a31oi: 4 / 4
clkbuf: 31 / 10
a21oi: 23 / 23
o21bai: 4 / 4
a22oi: 4 / 4
a221oi: 7 / 7
a211oi: 5 / 5
ha: 34 / 34
dfrtp: 85 / 85
o22ai: 5 / 5
critical path: stages (launching register included):
cell	delay (ns)
edfxtp_1	0.57
buf_4	0.32
and2_1	0.19
clkdlybuf4s50_1	0.47
power by group through the flow:
stage | combinational [W] | sequential [W] | clock [W]
after global routing | 0.00198 | 0.00127 | 0.000659
after CTS | 0.00176 | 0.00123 | 0.000638
final | 0.00175 | 0.00123 | 0.000613
flip-flops by register name (all words and copies together), names as in the netlist:
register	count
Count	32
Accumulator	16
done	1
C	16
Q0	1
B	16
State	6
worst min-delay path by stage:
stage,endpoint,depth (start not counted)
CTS,Count[16]$_DFFE_PN0P_,1
finish,Count[16]$_DFFE_PN0P_,1
global route,Count[16]$_DFFE_PN0P_,1
kinds of logic after synthesis:
logic type,synth area share [%]
flip-flops,39.9
buffers and inverters,5.02
XOR/XNOR,6.33
AND-OR/OR-AND,17.9
adder cells (fa/ha/maj),8.40
multiplexers,3.50
other,0.0677
AND/OR/NAND/NOR,18.9
stage by stage:
step	cell area, um^2	total power [W]	hold WS [ns]	worst slack, ns	utilization (%)
after global routing	6660	0.00391	0.475	2.10	36.9
after global placement	6380	0.00299	0.456	2.58	35.4
after floorplan	5540	0.00245	0.435	2.88	-
after CTS	6660	0.00363	0.469	2.18	36.9
final	6660	0.00360	0.467	2.25	36.9
after detailed placement	6380	0.00298	0.453	2.56	35.4
routing by layer:
metal,part of all wire (%),global-route usage [%],vias to the layer above
met5,0,0,-
met4,1.0,1.27,0
met3,4.8,2.76,8
met2,46,22.4,87
met1,48,22.3,2100
li1,-,-,2201
final cells by class:
| cell class | instances | share of cell area, % |
|---|---|---|
| multi-input cells | 437 | 45.9 |
| repair buffers | 70 | 10.3 |
| well taps | 229 | 4.31 |
| clock buffers | 10 | 3.44 |
| clock inverters | 6 | 0.658 |
| inverters | 38 | 2.14 |
| flip-flops and latches | 88 | 33.2 |
Power and IR drop assume default switching activity.
